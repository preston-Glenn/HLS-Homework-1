**./run.sh**
```bash
#!/bin/bash
# OpenROAD 26Q1-2900-gdf79404cd8, Yosys 0.63+post, stock flow scripts
make -C /OpenROAD-flow-scripts/flow DESIGN_CONFIG=/design/flow/config.mk WORK_HOME=/design/flow/orfs finish
```
**./config.mk**
```make
export PLATFORM = sky130hd
export DESIGN_NAME = avg_fast
export DESIGN_NICKNAME = avg_fast
export VERILOG_FILES = /design/flow/design.v
export SDC_FILE = /design/flow/constraint.sdc
export NUM_CORES = 4
export LEC_CHECK = 1
export CORE_UTILIZATION = 40
```
**./constraint.sdc**
```tcl
current_design avg_fast

set clk_period 8.1
set clk_io_pct 0.2

create_clock -name clk0 -period $clk_period [get_ports {clk}]

set non_clock_inputs [all_inputs -no_clocks]
set_input_delay [expr $clk_period * $clk_io_pct] -clock clk0 $non_clock_inputs
set_output_delay [expr $clk_period * $clk_io_pct] -clock clk0 [all_outputs]
```
**./design.v**
```verilog
`timescale 1ns / 1ps
module avg_fast( 
    num_in, 
    clk,
    rs,
    ave8
  ) ;
  input clk ;
  input rs;
  input [7:0] num_in ;
  output [7:0] ave8 ;
  reg [7:0] registers [7:0] ;
  always @(posedge clk) begin
		if(rs) begin
		 registers[0] <= 8'd0;
		 registers[1] <= 8'd0;
		 registers[2] <= 8'd0;
		 registers[3] <= 8'd0;
		 registers[4] <= 8'd0;
		 registers[5] <= 8'd0;
		 registers[6] <= 8'd0;
		 registers[7] <= 8'd0;
      end else begin
		 registers[0] <= num_in;
		 registers[1] <= registers[0];
		 registers[2] <= registers[1];
		 registers[3] <= registers[2];
		 registers[4] <= registers[3];
		 registers[5] <= registers[4];
		 registers[6] <= registers[5];
		 registers[7] <= registers[6];	
	 end
  end
wire [10:0] sum = registers[0] + registers[1] + registers[2] + registers[3] + registers[4] + registers[5] + registers[6] + registers[7];
assign ave8 = sum[10:3];
endmodule
```
==> run notes <==
flow finished, numbers: post-CTS setup buffers 0, Port-buffer cells 17, CP startpoint kind flip-flop, Synth Instances 338, I/O pin cnt 18, Post-CTS Hold Buffers 0, top cells, area dfxtp_1, fa_1, inv_1, die area 0.008584 sq mm, Reg2Reg Depth 1, ys flop type dfxtp_1, Starting DRT DRC Count 74, Syn Area/Cell 9.725 sq um, Pwr Density 182.5 mW/mm^2, Cell Type Count 27, status complete, no violations, Gate Area 0.001555 sq mm, Root Buffer clkbuf_8, Layout area overhead 14.01%, max cap viols 0, tool warnings 25, sequential share of power 47.2%, row cnt 32, CTS buffer count 9, Hold Crit Start registers[5][5], DR WL/cell 8.702 microns, register bank with the most flops registers, Clock Skew 0.004789 ns, CTS H-Tree Depth 3, register area 0.001281 sq mm, Peak VDD IR 167.3 uV, Slew @ Worst Pin 0.6229 ns, Post-synth seq share 38.98%, gr busiest metal met2, First-pass DRT Iterations 4, number of global-route vias before repair 2109, Antenna Nets Post-Route 0, RSZ-0062 raised after global routing no, Detail Placement HPWL 3062 microns, Antenna Cells 0, CP Class flip-flop to output pin, DP Cell Count 450, GR Layer Usage met2 21.30%, Synthesized registers 64, Logic pwr share 13.2%, worst skew pair latency 0.34 ns, Total Routing Usage GR 12.50%, chip height 92.65 microns, Synth area leader dfxtp_1, Setup crit start registers[0][2], setup TNS after final layout 0 ns, TritonCTS clock tree built, drt via density 4.144, Clock transition at path regs 0.07 ns, relative slew slack 58.47%, cts repair resizes 0, initial core utilization 41.88%, yosys stat area 0.003287 sq mm, Lkg Pwr 1.712 nW, CTS sink cnt 64, setup violators final 0, Worst Path Arrival 4.62 ns, met3 usage 3.759%, fin crit share 77.05%, Yosys Instances 338, M1 GR Usage 16.86%, global-route wire length before repair 8204 microns, Psw 0.0001692 W, Regs by FF count registers x64, share of layout cells above drive strength 1 5.495%, switch share 24.75%, max reg flops 64, fin crit period 6.241 ns, Worst Path Max Fanout 3, worst-case clock buffer depth 2, pin count of the biggest net entering global routing 65, WL final 4055 microns, fillcell total 734, initial antenna violation count 0, routability cong. 0.8050, most common cell in the netlist inv_1, fin cells 466, Slew Limit Fails 0, required time worst endpoint 6.48 ns, cell count of the worst hold path 2, synthesized cell area 0.003287 sq mm, DIE WIDTH 92.65 microns, clock share of power 39.6%, via count 1931, Crit Reg-Reg Startpoint registers[0][0], Hold Violations, Final 0, Pint 0.0005145 W, Top-area cell share 38.98%, Syn. warnings 2, top post-synthesis cells by count inv_1, dfxtp_1, nor2_1, Fmax 0.1602 GHz, fraction of registers with async set/reset 0%, worst hold-check path type flip-flop to flip-flop, DRC Markers 0, Post-synth EDFFs 0, crit end category output pin, grt ovf 0, Core Area 0.007848 sq mm
## critical path, stage by stage (launching register included)
cell and delay [ns]:
dfxtp_1 0.31, inv_1 0.06, fa_1 0.53, inv_1 0.06, fa_1 0.52, fa_1 0.54, inv_1 0.05, fa_1 0.56
nor2_1 0.07, fa_1 0.40, a21o_1 0.17, a21oi_1 0.26, o21ai_0 0.14, xor2_1 0.15, clkdlybuf4s50_1 0.47
## through the flow
| step | cell area [sq um] | total power (W) | util (%) | worst slack, ns | hold WS (ns) |
|---|---|---|---|---|---|
| 6_report | 3747 | 0.0006837 | 47.75 | 1.859 | 0.4510 |
| 5_1_grt | 3747 | 0.0007260 | 47.75 | 1.569 | 0.4705 |
| 4_1_cts | 3747 | 0.0006970 | 47.75 | 1.808 | 0.4527 |
| 3_5_place_dp | 3550 | 0.0004222 | 45.23 | 2.207 | 0.4481 |
| 3_3_place_gp | 3550 | 0.0004220 | 45.23 | 2.223 | 0.4426 |
| 2_1_floorplan | 3287 | 0.0003935 | - | 2.826 | 0.4343 |
## worst paths after layout
| kind | to | slack, ns |
|---|---|---|
| worst max-delay path | ave8[5] | 1.86 |
| worst min-delay path | registers[6][5] | 0.45 |
| worst max register to register | registers[1][0] | 7.52 |
| worst min register to register | registers[6][5] | 0.45 |
## per-layer routing
metal	wire length (microns)	up-vias
li1	-	982
met1	1770	920
met2	2036	21
met3	187	8
met4	61	0
met5	0	-
## area by class of cell
| type | count | area share [%] |
|---|---|---|
| multi-input cells | 156 | 41.50 |
| well taps | 102 | 3.406 |
| clock inverters | 5 | 1.503 |
| clock buffers | 11 | 3.773 |
| flip-flops and latches | 64 | 34.19 |
| repair buffers | 18 | 4.608 |
| inverters | 110 | 11.02 |
## placed cells by master, fill, tap and decap left out, types with 2 or more instances in the layout
cell type,synthesis,layout
inv_1,110,110
dfxtp_1,64,64
nor2_1,51,51
fa_1,46,46
nor2b_1,18,18
clkdlybuf4s50_1,0,16
ha_1,10,10
clkbuf_8,0,10
a21oi_1,6,6
nand2_1,4,4
xnor2_1,3,3
o21ai_0,2,2
xor2_1,2,2
clkinv_2,0,2
## power groups by stage
stage	registers (W)	logic [W]	clock network, W
CTS	0.000323	0.0000932	0.000281
global route	0.000323	0.000109	0.000294
finish	0.000323	0.0000900	0.000271
## cell families (layout without fill, tap and decap cells)
| kind of cell | count (synthesis) | in the layout | synth area share (%) |
|---|---|---|---|
| buffers and inverters | 118 | 144 | 13.70 |
| adders and majority gates | 56 | 56 | 31.82 |
| AOI/OAI and AO/OA | 14 | 14 | 2.893 |
| and+or+nand+nor | 81 | 81 | 11.27 |
| DFF | 64 | 64 | 38.98 |
| xor gates and xnor gates | 5 | 5 | 1.333 |
Power is estimated from default activity; no workload was simulated.
