==> design/flow/design.v <==
`timescale 1ns / 1ps
    parameter state_Reset = 15;
    parameter state_0 = 0;
    parameter state_1 = 1;
    parameter state_2 = 2;
    parameter state_3 = 3;
    parameter state_4 = 4;
    parameter state_5 = 5;
    parameter state_6 = 6;
    parameter state_7 = 7;
	 parameter state_8 = 8;
	 parameter state_9 = 9;
module mux(
    data0,
    data1,
    data2,
    data3,
    data4,
    data5,
    data6,
    data7,
    select,
    data_output
);
  parameter WIDTH = 8;
  input [WIDTH-1:0] data0;
  input [WIDTH-1:0] data1;
  input [WIDTH-1:0] data2;
  input [WIDTH-1:0] data3;
  input [WIDTH-1:0] data4;
  input [WIDTH-1:0] data5;
  input [WIDTH-1:0] data6;
  input [WIDTH-1:0] data7;
  input [3:0] select;
  output [WIDTH-1:0] data_output;
reg [WIDTH-1:0] data_bus ;
  always @ (*) begin
    case (select)
        state_0: data_bus <= data0 ;
        state_1: data_bus <= data1 ;
        state_2: data_bus <= data2 ;
        state_3: data_bus <= data3 ;
        state_4: data_bus <= data4 ;
        state_5: data_bus <= data5 ;
        state_6: data_bus <= data6 ;
        state_7: data_bus <= data7 ;
		  state_8: data_bus <= 0;
		  state_9: data_bus <= 0;
    endcase
  end
  assign data_output = data_bus ;
endmodule
module add_8_10_10(ctrl,clr,a,out);
	input ctrl;
   input clr;
	input [7:0] a;
	output [10:0] out;
	reg [10:0] out_hold;
    always@(posedge ctrl or posedge clr) begin
		 if(clr) begin
			  out_hold <= 'b0;
		 end else begin
			  out_hold <= out_hold + a;
		 end
	end
	assign out = out_hold;
endmodule
module avg_small(
    input clk,
    input rs,
    output [7:0] ave8,
    input  [7:0] num_in
    );
	 reg [7:0] registers [7:0] ;		 
	 reg [3:0] state;						 
	 reg [3:0] next_state ;				 
	 wire [10:0] temp_sum_wire;		 
	 reg [7:0] output_register;		 
	 wire [7:0] a;							 
	 reg clr_adder;						 
	 mux muxy(    
		.data0(registers[0]),
		.data1(registers[1]),
		.data2(registers[2]),
		.data3(registers[3]),
		.data4(registers[4]),
		.data5(registers[5]),
		.data6(registers[6]),
		.data7(num_in),
		.select(state),
		.data_output(a)
);
	 add_8_10_10 add(
		.ctrl(clk),
      .clr(clr_adder),
	   .a(a),
		.out(temp_sum_wire)
	 );
     always@(posedge clk) begin
         if(rs)
            state <= state_Reset;
        else 
            state <= next_state;
     end
     always @(state) begin
         case(state)
             state_Reset: begin
                registers[0] <= 0;
                registers[1] <= 0;
                registers[2] <= 0;
                registers[3] <= 0;
                registers[4] <= 0;
                registers[5] <= 0;
                registers[6] <= 0;
                registers[7] <= 0;
                next_state <= state_0;
                clr_adder <= 1;
             end
             state_0: begin
                registers[0] <= registers[1];
                next_state <= state_1;
                clr_adder <= 0;
             end
             state_1: begin
                registers[1] <= registers[2];
                next_state <= state_2;
             end
             state_2: begin 
                registers[2] <= registers[3];
                next_state <= state_3;
             end
				 state_3: begin 
                registers[3] <= registers[4];
                next_state <= state_4;
             end
				 state_4: begin 
                registers[4] <= registers[5];
                next_state <= state_5;
             end
				 state_5: begin 
                registers[5] <= registers[6];
                next_state <= state_6;
             end
				 state_6: begin 
                registers[6] <= registers[7];
                next_state <= state_7;
             end
				 state_7: begin 
                registers[7] <= num_in;
                next_state <= state_8;
             end
             state_8: begin 
                next_state <= state_9;
             end
				 state_9: begin 
					 clr_adder <= 1;
                output_register <= temp_sum_wire[10:3];
                next_state <= state_0;
             end
             default begin
                next_state <= state_Reset;
                clr_adder <= 0;
             end	 
			endcase
     end
    assign ave8 = output_register;
endmodule
==> design/flow/run.sh <==
#!/bin/bash
# OpenROAD 26Q1-2900-gdf79404cd8, Yosys 0.63+post, stock flow scripts
make -C /OpenROAD-flow-scripts/flow DESIGN_CONFIG=/design/flow/config.mk WORK_HOME=/design/flow/orfs finish
==> design/flow/config.mk <==
export PLATFORM = sky130hd
export DESIGN_NAME = avg_small
export DESIGN_NICKNAME = avg_small
export VERILOG_FILES = /design/flow/design.v
export SDC_FILE = /design/flow/constraint.sdc
export NUM_CORES = 4
export LEC_CHECK = 1
export CORE_UTILIZATION = 40
==> design/flow/constraint.sdc <==
current_design avg_small

set clk_period 4.6
set clk_io_pct 0.2

create_clock -name clk0 -period $clk_period [get_ports {clk}]

set non_clock_inputs [all_inputs -no_clocks]
set_input_delay [expr $clk_period * $clk_io_pct] -clock clk0 $non_clock_inputs
set_output_delay [expr $clk_period * $clk_io_pct] -clock clk0 [all_outputs]
==> run notes <==
Implementation summary

The number of ports placed on the die boundary is 18. The share of synthesized registers carrying an async set or reset is between 10% and 20%. Summed over its instances, the top area cell type makes up 35.5% of the synthesized netlist area. In the final report, the number of hold violations comes to 0. Setup repair after global routing left no endpoint under its margin. The number of core rows is 31. Per the post-synthesis stats, the area per cell is 10.1 um^2.

The netlist uses 39 different library cells. The count of instances resized after the clock tree is built is 0. The post-synthesis cell area is 3100 um^2. TritonCTS built the clock tree. Across all checked pins, the minimum headroom to the slew limit is 53.3%. In this run the maximum-capacitance check reported violations numbering 0.

Counting cells, the worst reg-to-reg path comes to 7. The min-delay analysis places its worst path in the category reg2reg. The synthesized netlist has a Yosys-reported chip area of 3100 um^2. The analysis attributes to cell leakage a power of 1.50 nW.

The cell taking the most area after synthesis is dlxtn_1. The power density over the cells is 125 nW/um^2. The total wire length is between 5 and 6 mm. Per the timing report, the achievable frequency comes out to between 0.5 and 0.6 GHz. In this run the deepest clock path goes through 2 buffers. Prior to clock tree synthesis, the placed netlist has a worst setup slack of 2.78 ns.

Sorting the synthesis cell report by count puts at the top dlxtn_1. The utilization of the core after routing is between 40 and 50%. The category of the worst setup path capture point is a register. The clock edge transition at the registers on the reported setup and hold paths is 0.08 ns.

The initial antenna violation count is 0. The placed wire-length estimate is around 4 mm. The arrival time of data at the worst endpoint is listed as ~2.0 ns. The via count of the first global-routing pass is 1,839. The number of antenna-violating nets in the routed design is 0. The detailed-routed wire length on met3 is 134 um. The final weighted congestion in routability-driven placement is around 0.81.

The endpoint of the lowest-slack register-to-register path is add.out_hold[10]$_DFF_PP0_. The number of input and output port buffers inserted is 17. After floorplanning, the die was sized to cover 8100 um^2. The number of flip-flops and latches in the synthesized netlist is 103.

The area added between synthesis and finish is 9.09%. The critical path is of the reg2reg type. The routed design uses about 2.4 mm of met2 wire. Ranked by instance count, the synthesized netlist is headed by dlxtn_1, and2_1, a22oi_1, nor2_1. The synthesis warning total is 5.

The count of endpoints without a timing constraint is 89. The fill cell total of the finished layout is 669. Looking at the clock tree report, the H-tree level count equals 1. Clock skew on the completed layout was measured at 0.00222 ns. The clock latency reported for the late side of the worst-skew pair is 0.26 ns. Counting every instance in the synthesized netlist gives 308. The minimum clock period is 1.82 ns. The global routing report lists combined usage of all routing layers as between 10% and 20%.

IR analysis of the VDD net gives a maximum drop of about 0.00012 V. Max-slew check failures listed in the final report amount to 0. At the worst endpoint, the required time is between 4 and 5 ns. In this run the vertical extent of the chip is 90.0 um. The starting utilization of the core area is between 40% and 50%. The residual overflow from global routing is 0. The post-CTS setup-driven buffer insertion count is 0. Across all setup checks in the final design, the least slack found is 2.78 ns. The clock buffer count from CTS is 3. The end of the worst hold path is add.out_hold[10]$_DFF_PP0_.

The final number of setup-violating endpoints is 0. Per the detail_route report, DRC violations left total 0. By area the synthesized netlist is led by dlxtn_1, and2_1, dfrtp_1.

The largest fanout on the critical path is 6. Summing over the stages, the warning tally comes to 25. The final worst-path cycle share is 39.6%. The startpoint of the worst-slack reg-to-reg timing path is add.out_hold[0]$_DFF_PP0_. The flow ran to the end, and the final reports show no timing, DRC or antenna violations. The startpoint class of the critical path is a register. The routed wirelength on the met1 layer is recorded as 2.42 mm. The count of antenna diodes in the layout is 0.

In this run the clock root is driven by a clkbuf_8. The number of cells on the worst hold path is 1. The count of library flops with an enable pin is 0. The width of the die is 90.0 um. The startpoint identified for the worst hold timing path is add.out_hold[10]$_DFF_PP0_. Per the Yosys statistics, synthesis produced slightly above 300 cells. The sum of negative setup slack is 0 ns. The global-route wire length before repair is about 8.7 mm. The count of vias placed by the detailed router is 1,995. According to the floorplan report, the placeable core area is 7370 um^2.

The violation tally recorded at the end of detailed-routing iteration 0 is 58. The vias per cell is 4.84. The proportion of layout cells with a drive suffix above 1 is 5.43%. The maximum number of pins on one net before global-route repair is 20. In this run the top signal layer used is met4.

The total of hold buffers inserted after clock tree synthesis is 0. The commonest register cell is dlxtn_1. For this run, the detailed router's first-pass iteration total came to 4. For the pin with the worst max-slew slack, the measured transition is approximately 0.70 ns.

The final hold slack is 0.476 ns. The worst-case register-to-register setup slack is 2.78 ns. The number of register pins that no clock reaches is 81. The routed wirelength normalized by instance count is 12.2 um.
worst max-delay path by stage:
stage / from / endpoint / slack, ns / depth (start not counted)
after global routing: add.out_hold[0]$_DFF_PP0_ / add.out_hold[10]$_DFF_PP0_ / 2.65 / 7
after CTS: add.out_hold[0]$_DFF_PP0_ / add.out_hold[10]$_DFF_PP0_ / 2.78 / 7
final: add.out_hold[0]$_DFF_PP0_ / add.out_hold[10]$_DFF_PP0_ / 2.78 / 7
report_power, final:
part	switching [W]	total (W)	internal (W)
registers	0.00000735	0.000229	0.000222
logic	0.0000185	0.0000326	0.0000141
clock network	0.0000651	0.000159	0.0000944
final cells by class:
class	count	area [um^2]	share of cell area, %
Timing Repair Buffer	17	170	5.04
Multi-Input combinational cell	181	1280	37.8
Tap cell	99	124	3.67
Sequential cell	103	1710	50.7
Inverter	8	30.0	0.889
Clock buffer	4	66.3	1.96
layer usage:
metal  vias up  track usage (%)
li1       1052                -
met1       910             19.4
met2        31             23.0
met3         2             2.15
met4         0            0.941
met5         -                0
cells by family after synthesis:
kind of cell / Yosys count / share of synthesized area, %
flip-flops: 22 / 16.0
latches: 81 / 39.4
XOR/XNOR: 6 / 1.70
AND/OR/NAND/NOR: 112 / 21.9
buffers and inverters: 24 / 3.52
AND-OR/OR-AND: 45 / 10.5
adder cells (fa/ha/maj): 9 / 3.88
multiplexers: 9 / 3.23
per-stage QoR:
stage	cell area [um^2]	total power, W	instances
6_report	3380	0.000421	412
5_1_grt	3380	0.000443	412
2_1_floorplan	3100	0.000252	308
4_1_cts	3380	0.000428	412
3_5_place_dp	3310	0.000267	408
3_3_place_gp	3310	0.000267	408
cell usage in the layout, fill, tap and decap left out, drive strengths merged, types with 2 or more instances in the layout:
master         count
a21oi              5
a221oi             8
a22oi             17
and2              64
clkbuf             4
clkdlybuf4s50     17
dfrtp             11
dfxtp             11
dlxtn             73
dlxtp              8
ha                 8
inv                8
mux2               8
nand2              4
nand3             11
nor2              13
nor2b             11
nor3               3
nor4               2
o211ai             3
o21ai              5
xnor2              6
worst max-delay path, stage by stage, from the launching register on:
cell and delay, ns:
dfrtp_1 0.34, ha_1 0.18, inv_1 0.06, fa_1 0.40, nor2b_1 0.16, o31a_1 0.25
o2111ai_1 0.17, xnor2_1 0.15
state kept, by name, summed over array words and instances, names as in the netlist:
name,count
add.out_hold,11
registers,64
output_register,8
state,11
clr_adder,1
muxy.data_bus,8
No activity file was given, so power comes from the tool's default toggle rates.
